===== ./design.v =====
`timescale 1ns / 1ps
module RegFile(
	ax, bx, cx, dx,
	ra, rb, 
	wr, rd, 
	addr_lock,
	aa, ab, ad, clk, rst_n
	);
	output reg [7:0] ra;
	output reg [7:0] rb;
	input wr, rst_n, clk;
	input [7:0] rd;
	input [1:0] aa;
	input [1:0] ab;
	input [1:0] ad;
	input addr_lock;
	output reg [7:0] ax, bx, cx, dx;
	always @ (*) begin
		if(!addr_lock)
			case (aa)
				2'b00: ra <= ax;
				2'b01: ra <= bx;
				2'b10: ra <= cx;
				2'b11: ra <= dx;
				default: ra <= 8'b0;
			endcase
	end
	always @ (*) begin
		if(!addr_lock)
		case (ab)
			2'b00: rb <= ax;
			2'b01: rb <= bx;
			2'b10: rb <= cx;
			2'b11: rb <= dx;
			default: rb <= 8'b0;
		endcase
	end
	always @(negedge clk) begin
		if(!addr_lock) begin
			if(!rst_n) begin
				ax <= 8'd0;
				bx <= 8'd0;
				cx <= 8'd0;
				dx <= 8'd0;
			end
			else if({wr, ad} == 3'b100)
				ax <= rd;
			else if({wr, ad} == 3'b101)
				bx <= rd;
			else if({wr, ad} == 3'b110)
				cx <= rd;
			else if({wr, ad} == 3'b111)
				dx <= rd;
		end
	end
endmodule

===== ./run.sh =====
#!/bin/bash
# OpenROAD 26Q1-2900-gdf79404cd8, Yosys 0.63+post, stock flow scripts
make -C /OpenROAD-flow-scripts/flow DESIGN_CONFIG=/design/flow/config.mk WORK_HOME=/design/flow/orfs finish

===== ./config.mk =====
export PLATFORM = sky130hd
export DESIGN_NAME = RegFile
export DESIGN_NICKNAME = RegFile
export VERILOG_FILES = /design/flow/design.v
export SDC_FILE = /design/flow/constraint.sdc
export NUM_CORES = 4
export LEC_CHECK = 1
export CORE_UTILIZATION = 30

===== ./constraint.sdc =====
current_design RegFile

set clk_period 1.9
set clk_io_pct 0.2

create_clock -name clk0 -period $clk_period [get_ports {clk}]

set non_clock_inputs [all_inputs -no_clocks]
set_input_delay [expr $clk_period * $clk_io_pct] -clock clk0 $non_clock_inputs
set_output_delay [expr $clk_period * $clk_io_pct] -clock clk0 [all_outputs]

==> load_flow_metrics.sql <==
-- flow metrics import
INSERT INTO impl_metrics (metric_group, metric, value, unit) VALUES
('detailed_routing', 'drt-pass1-iter-count', '4', ''),
('timing', 'setup_repair_after_global_routing_missed_its_margin', 'yes', ''),
('critical_path', 'setup.worst_path.start_class', 'flip-flop', ''),
('power_and_ir_drop', 'combinationalPowerShare', '19.0', '%'),
('clock_tree', 'clock_tree.root_cell', 'sky130_fd_sc_hd__clkbuf_8', ''),
('status', 'status', 'finished with violations', ''),
('detailed_routing', 'drt-wirelength-per-cell', '13.3', 'um'),
('power_and_ir_drop', 'power.density', '684', 'nW/um^2'),
('finish', 'final_core_utilization', '52.8', '%'),
('finish', 'design_area', '2890', 'um^2'),
('logic_synthesis', 'yosys.area.top_type_share', '56.5', '%'),
('critical_path', 'cp_num_buf_inv', '1', ''),
('placement', 'gp_routability_congestion', '0.807', ''),
('logic_synthesis', 'post_synth_num_cell_types', '12', ''),
('critical_path', 'critical_path_capture_point_type', 'output port', ''),
('die', 'placementRows', '27', ''),
('critical_path', 'worst-path-max-fanout', '2', ''),
('timing', 'slew_violations', '0', ''),
('die', 'die_area', '5970', 'um^2'),
('power_and_ir_drop', 'p_clk_share', '34.2', '%'),
('placement', 'post-dp-hpwl', '2760', 'um'),
('timing', 'unclocked_pins', '16', ''),
('clock_tree', 'cts_inserted_buffers', '5', ''),
('logic_synthesis', 'netlist_instances', '86', ''),
('clock_tree', 'clk_pin_slew_worst_paths', '30', 'ps'),
('timing', 'untimed_endpoints', '32', ''),
('global_route', 'antenna_found_initial', '0', ''),
('die', 'floorplan.die.width', '77.3', 'um'),
('detailed_routing', 'route.detailed.drc', '0', ''),
('status', 'failed_checks', 'negative setup slack', ''),
('placement', 'place_area', '2640', 'um^2'),
('critical_path', 'cpPeakStageDelay', '400', 'ps'),
('timing', 'report.final.setup_viol', '57', ''),
('global_route', 'grt_start_max_net_pins', '16', ''),
('logic_synthesis', 'synthesis.yosys.warnings', '1', ''),
('detailed_routing', 'vias', '1286', ''),
('detailed_routing', 'drt_iter0_markers', '16', ''),
('logic_synthesis', 'synth.yosys.chip_area', '1700', 'um^2'),
('job', 'max_cap_viol_count', '0', ''),
('finish', 'layout.area.comb', '522', 'um^2'),
('power_and_ir_drop', 'netSwitchingFraction', '25.3', '%'),
('detailed_routing', 'drt.antenna.violating_nets', '0', ''),
('timing', 'post_route_worst_setup_slack', '-296', 'ps'),
('logic_synthesis', 'synthDominantAreaCellType', 'sky130_fd_sc_hd__edfxtp_1', ''),
('power_and_ir_drop', 'totalPowerFinal', '0.00198', 'W'),
('critical_path', 'worst_path_dominant_cell_family', 'flip-flops', ''),
('power_and_ir_drop', 'pwr-share-seq', '46.9', '%'),
('hold_path', 'holdPathEnd', 'dx[3]', ''),
('global_route', 'overflow', '0', ''),
('power_and_ir_drop', 'power.leakage', '1.24', 'nW'),
('clock_tree', 'buffer_depth_of_the_longest_clock_path', '2', ''),
('finish', 'drive_above_1_share', '47.8', '%'),
('detailed_routing', 'route.final.wire_length', '3960', 'um'),
('logic_synthesis', 'postSynthAreaPerCell', '19.8', 'um^2'),
('clock_tree', 'tritoncts', 'yes', ''),
('logic_synthesis', 'synth-cells-yosys', '86', ''),
('hold_path', 'whs_path_depth', '4', ''),
('finish', 'nFillCells', '463', ''),
('timing', 'finalHoldViolations', '0', ''),
('die', 'num_io_pins', '66', ''),
('hold_path', 'hold_path_startpoint', 'wr', ''),
('die', 'placeableCoreArea', '5470', 'um^2'),
('power_and_ir_drop', 'vdd.ir_drop.worst', '0.334', 'mV'),
('timing', 'worst_slew_margin_rel', '56.8', '%'),
('logic_synthesis', 'area_leaders', 'sky130_fd_sc_hd__edfxtp_1, sky130_fd_sc_hd__mux4_2, sky130_fd_sc_hd__dlxtn_1, sky130_fd_sc_hd__and2_1, sky130_fd_sc_hd__buf_6', ''),
('placement', 'count_of_input_and_output_buffers', '65', ''),
('finish', 'signed_area_change_from_the_synthesized_netlist_to_the_final_layout', '69.9', '%'),
('logic_synthesis', 'ys_ff', '48', ''),
('die', 'vertical_die_size', '77.3', 'um'),
('critical_path', 'worstPathCellList', 'buf_2', ''),
('global_route', 'grt_usage', '13.9', '%');
sequential cells by signal, indices dropped and copies added, names as in the netlist:
name and cells:
rb 8, ax 8, ra 8, cx 8
bx 8, dx 8
worst max path at each step:
stage	start	end	slack (ps)	cells past startpoint
6_report	dx[4]	dx[4]	-300	1
4_1_cts	cx[4]	cx[4]	-320	1
5_1_grt	ax[3]	ax[3]	-350	1
what timing repair did:
item	CTS	global route
pin swaps	5	2
resized	127	2
setup buffers	8	12
endpoints found under the setup margin	96	66
hold buffers	0	0
layout by cell type, fill, tap and decap left out, types with 3 or more instances in the layout:
cell type,netlist,layout
sky130_fd_sc_hd__buf_6,2,11
sky130_fd_sc_hd__inv_1,1,32
sky130_fd_sc_hd__and2_1,8,7
sky130_fd_sc_hd__clkbuf_8,0,5
sky130_fd_sc_hd__buf_12,0,3
sky130_fd_sc_hd__buf_4,0,33
sky130_fd_sc_hd__mux4_2,16,16
sky130_fd_sc_hd__dlxtn_1,16,16
sky130_fd_sc_hd__edfxtp_1,32,32
sky130_fd_sc_hd__buf_2,0,33
sky130_fd_sc_hd__clkdlybuf4s50_1,0,28
sky130_fd_sc_hd__a21oi_4,0,4
power by group through the flow:
stage	registers (W)	logic [W]	clock network, W
CTS	0.000929	0.000348	0.000699
global route	0.000936	0.000401	0.000785
finish	0.000927	0.000375	0.000676
metal layers:
metal	track usage, %	part of all wire [%]	vias up
met5	0	0	-
met1	13.2	33	570
met4	4.34	1.2	0
met3	11.9	15	8
li1	-	-	623
met2	21.7	50	85
layout make-up:
cell class / instances / share of cell area [%]
clock inverters: 32 / 4.16
multi-input cells: 32 / 18.1
well taps: 72 / 3.12
flip-flops and latches: 48 / 41.6
repair buffers: 109 / 30.7
clock buffers: 5 / 2.38
logic make-up (layout without fill, tap and decap cells):
| family | after synthesis | in the layout | share of synthesized area [%] |
|---|---|---|---|
| compound gates | 4 | 4 | 1.18 |
| buf+inv | 6 | 146 | 2.35 |
| flops | 32 | 32 | 56.5 |
| latches | 16 | 16 | 14.1 |
| mux | 16 | 16 | 21.2 |
| simple gates | 12 | 12 | 4.64 |
cells in the mapped netlist:
| cell type | instances |
|---|---|
| sky130_fd_sc_hd__edfxtp_1 | 32 |
| sky130_fd_sc_hd__dlxtn_1 | 16 |
| sky130_fd_sc_hd__mux4_2 | 16 |
| sky130_fd_sc_hd__and2_1 | 8 |
| sky130_fd_sc_hd__a21oi_1 | 4 |
| sky130_fd_sc_hd__buf_6 | 2 |
| sky130_fd_sc_hd__clkbuf_2 | 2 |
| sky130_fd_sc_hd__nand3b_1 | 2 |
| sky130_fd_sc_hd__clkbuf_1 | 1 |
| sky130_fd_sc_hd__inv_1 | 1 |
| sky130_fd_sc_hd__nand3_1 | 1 |
| sky130_fd_sc_hd__or3b_1 | 1 |
metrics by stage:
step / cells / setup TNS, ps / hold slack (ps)
after floorplan: 86 / -8080 / 1540
after global placement: 242 / -52520 / 2070
after detailed placement: 242 / -53050 / 2070
after CTS: 286 / -12370 / 1510
after global routing: 298 / -13400 / 1510
final: 298 / -11860 / 1520
Power and IR drop assume default switching activity.
