<file path="./run.sh">
#!/bin/bash
# OpenROAD 26Q1-2900-gdf79404cd8, Yosys 0.63+post, stock flow scripts
make -C /OpenROAD-flow-scripts/flow DESIGN_CONFIG=/design/flow/config.mk WORK_HOME=/design/flow/orfs finish
</file>
<file path="./config.mk">
export PLATFORM = sky130hd
export DESIGN_NAME = ArithmeticLogicUnit
export DESIGN_NICKNAME = ArithmeticLogicUnit
export VERILOG_FILES = /design/flow/design.v
export SDC_FILE = /design/flow/constraint.sdc
export NUM_CORES = 4
export LEC_CHECK = 1
export CORE_AREA = 10 10 103 103
export DIE_AREA = 0 0 113 113
</file>
<file path="./constraint.sdc">
current_design ArithmeticLogicUnit

set clk_period 5.1
set clk_io_pct 0.2

create_clock -name clk0 -period $clk_period [get_ports {clk}]

set non_clock_inputs [all_inputs -no_clocks]
set_input_delay [expr $clk_period * $clk_io_pct] -clock clk0 $non_clock_inputs
set_output_delay [expr $clk_period * $clk_io_pct] -clock clk0 [all_outputs]
</file>
<file path="./design.v">
`timescale 1ns / 1ps
module ArithmeticLogicUnit(
    rd, flags,
	ra, rb, inst, clk
	);
	output reg [7:0] rd;
	output reg [7:0] flags;
	input [7:0] ra;
	input [7:0] rb;
	input [7:0] inst;
	input clk;		 
	wire [7:0] tmp_add, tmpf_add;		 
	reg [7:0] add_oprand;
	always @(*) begin			 
		case (inst[7:4])
			4'b1000: add_oprand <= 8'd1;
			4'b1001: add_oprand <= 8'b11111111;
			4'b1010: add_oprand <= rb;
			4'b1011: add_oprand <= ~rb + 8'b1;
			default: add_oprand <= 8'b0;
		endcase
	end
	FullAdder fa (.res(tmp_add), 
		.flags(tmpf_add), 
		.ra(ra), 
		.rb(add_oprand),
		.cin(1'b0)
	);
	wire [7:0] tmp_mul, tmpf_mul;
	Multiplier mul(
		.res(tmp_mul),
		.flags(tmpf_mul),
		.ra(ra[3:0]),
		.rb(rb[3:0])
	);
	wire [7:0] tmp_mul_s, tmpf_mul_s;
	MultiplierSigned mul_s(
		.res(tmp_mul_s),
		.flags(tmpf_mul_s),
		.ra(ra[3:0]),
		.rb(rb[3:0])
	);
	always @(*) begin
		case (inst[7:4])
			4'b1000: rd <= tmp_add;
			4'b1001: rd <= tmp_add;
			4'b1010: rd <= tmp_add;
			4'b1011: rd <= tmp_add;
			4'b0100: rd <= tmp_mul;
			4'b0101: rd <= tmp_mul_s;
			default: rd <= 8'b0;
		endcase
	end
	always @(posedge clk) begin
		case (inst[7:4])
			4'b1000: flags <= tmpf_add;
			4'b1001: flags <= tmpf_add;
			4'b1010: flags <= tmpf_add;
			4'b1011: flags <= tmpf_add;
			4'b0100: flags <= tmpf_mul;
			4'b0101: flags <= tmpf_mul_s;
			default: flags <= 8'b0;
		endcase
	end
endmodule
`timescale 1ns / 1ps
module FullAdder(
	res, flags, 
	ra, rb, cin
    );
	output wire [7:0] flags;
	output wire [7:0] res;
	input [7:0] ra, rb;
	input cin;
	wire [6:0] res_p;	 
	wire cout, cout_p;	 
	wire flag_OF;	 
	wire flag_CF;	 
	wire flag_NF;	 
	wire flag_ZF;	 
	assign {cout_p, res_p}	= ra[6:0] + rb[6:0] + cin;
	assign {cout, res} = ra + rb + cin;
	assign flag_OF = cout ^ cout_p;
	assign flag_CF = cout;	 
	assign flag_NF = res[7:7];
	assign flag_ZF = (res == 0) ? 1'b1 : 1'b0;
	assign flags = {4'b0, flag_NF, flag_OF, flag_CF, flag_ZF};
endmodule
`timescale 1ns / 1ps
module Multiplier(
	res, flags, 
	ra, rb
    );
	output wire [7:0] res;
	output wire[7:0] flags;
	input [3:0] ra, rb;
	wire [7:0] s1, s2, s3, s4;	 
	wire flag_OF;	 
	wire flag_CF;	 
	wire flag_NF;	 
	wire flag_ZF;	 
	assign s1 = ra[0:0] ? rb : 4'b0;
	assign s2 = ra[1:1] ? rb : 4'b0;
	assign s3 = ra[2:2] ? rb : 4'b0;
	assign s4 = ra[3:3] ? rb : 4'b0;
	assign res = s1 + (s2<<1) + (s3<<2) + (s4<<3);
	assign flag_OF = 1'b0;
	assign flag_CF = 1'b0;
	assign flag_ZF = (res == 0) ? 1'b1 : 1'b0;
	assign flag_NF = res[7:7];
	assign flags = {4'b0, flag_NF, flag_OF, flag_CF, flag_ZF};
endmodule
`timescale 1ns / 1ps
module MultiplierSigned(
	res, flags,
	ra, rb
    );
	output [7:0] res;
	output [7:0] flags;
	input [3:0] ra, rb;
	wire [5:0] s1, s2, s3;	 
	wire [5:0]res_tmp;
	wire flag_OF;	 
	wire flag_CF;	 
	wire flag_NF;	 
	wire flag_ZF;	 
	assign s1 = ra[0:0] ? rb[2:0] : 3'b0;
	assign s2 = ra[1:1] ? rb[2:0] : 3'b0;
	assign s3 = ra[2:2] ? rb[2:0] : 3'b0;
	assign res_tmp = s1 + (s2<<1) + (s3<<2);
	assign res = {ra[3:3] ^ rb[3:3], 1'b0, res_tmp};
	assign flag_OF = 1'b0;
	assign flag_CF = 1'b0;
	assign flag_ZF = (res == 0) ? 1'b1 : 1'b0;
	assign flag_NF = res[7:7];
	assign flags = {4'b0, flag_NF, flag_OF, flag_CF, flag_ZF};
endmodule
</file>
==> results_dict.tcl <==
# collected from the flow reports
set metrics [dict create \
    grt_setup_unrepaired "no" \
    crit_arrival_ns 3.91 \
    max_freq_mhz 203 \
    wl_per_cell_um 12.2 \
    synth_area_per_cell_um2 7.60 \
    setup_viol 0 \
    cts-root-buf "clkbuf_8" \
    cap_violations 0 \
    critPathKind "primary input to output port" \
    crit_fanout 2 \
    path_cells "dlygate4sd2_1 -> and2_4 -> ha_2 -> fa_2 -> xnor2_2 -> fa_1 -> inv_2 -> ha_4 -> inv_2 -> fa_2 -> nor2_1 -> a21oi_1 -> o21ai_1 -> dlygate4sd2_1" \
    period_minus_slack_ns 4.93 \
    boundaryPins 41 \
    synth_warnings 1 \
    ys_chip_area_um2 1390 \
    hold_path_end "flags[0]$_DFF_P_" \
    fp_util_pct 16.8 \
    slew_viol_final 0 \
    drt_iter0_markers 51 \
    hold_viol 0 \
    start_kind "primary input" \
    async_flop_share_pct 0 \
    cp_slowest_cell "fa_2" \
    area_leaders "ha_1 19%, fa_1 10%, dfxtp_1 5.8%" \
    place_congestion 0.866 \
    grt_busiest_layer "met1" \
    grt_pass1_wl_mm 7.11 \
    hold_depth 4 \
    dp_worst_setup_slack_ns -0.639 \
    dr.pass1.iters 4 \
    viasPerCell 4.24 \
    synth-edff-count 0 \
    n_fill_cell 872 \
    synth_top_cell_by_area "ha_1" \
    worst_pin_slew_ns 0.509 \
    globalRouteOverflowTotal 0 \
    drive_gt1_share_pct 29.9 \
    antenna_found_initial 0 \
    relSlewSlack_pct 65.2 \
    required_ns 4.08 \
    drc 0 \
    outcome "finished, final reports clean" \
    tool_warnings 30 \
    slowest_delay_ns 0.56 \
    cts_tree "yes" \
    grt_pass1_vias 1465 \
    gr-usage-met3_pct 1.18 \
    cts_sinks 4 \
    hold_path_class "primary input to flip-flop" \
    leakage_nw 1.07 \
    hp-start "ra[0]" \
    postSynthSeqShare_pct 5.76 \
    drt-total-wl_mm 4.35 \
    rows 33 \
    period_used_pct 96.6 \
    fp.dieH_um 113 \
    synth_area_um2 1390 \
    grt_max_degree 12 \
    largest_register_ffs 4 \
    synth_cells 183 \
    vias 1508 \
    final-comb-area_um2 1320 \
    regMostFlops "flags" \
    layout_top_cells "36 x buf_4, 23 x clkdlybuf4s50_1, 16 x nand2_1, 15 x ha_1" \
    dieWidth_um 113 \
    p_per_area_nw_per_um2 133 \
    cts-buffers-inserted 3 \
    setup_slack_ns 0.173 \
    area_growth_pct 62.0 \
    htree_levels 1 \
    detailed_place_hpwl_mm 3.70 \
    port_buffers 32 \
    clockBufferDepth 2 \
    final_cell_area_um2 2250 \
    ir_drop_mv 0.152 \
    layout_top_cell "buf_4" \
    diodes 0 \
    core_um2 8300 \
    placed_area_um2 2070 \
    ant_nets 0 \
    synth_flops 4 \
    chip_area_um2 12800 \
    use_met2_pct 9.83 \
    reg_top3 "flags (4)" \
    ys_cells 183 \
    end_kind "output port" \
    grtUsageTotal_pct 6.58 \
    yosysUniqueCellTypes 44 \
    grt_util_met1_pct 9.98 \
    dominantRegCellSynth "dfxtp_1" \
    top_cell_area_share_pct 18.9 \
    cts.clk_slew.worst_paths_ns 0.03 \
    register_area_um2 80.1 \
]
[how the worst max path moves through the flow]
| stage | slack [ns] | depth (start not counted) | from | endpoint |
|---|---|---|---|---|
| CTS | 0.005 | 14 | ra[0] | rd[5] |
| global route | 0.002 | 16 | rb[0] | rd[7] |
| finish | 0.17 | 14 | rb[0] | rd[4] |
[stage by stage]
stage,power [mW],setup TNS (ns),hold slack (ns),util [%],instances
after floorplan,0.131,0,1.21,-,186
after global placement,0.214,-2.17,1.71,25.0,349
after detailed placement,0.214,-2.20,1.69,25.0,349
after CTS,0.295,0,1.55,26.6,355
after global routing,0.324,0,1.55,27.2,356
final,0.300,0,1.54,27.2,356
[cells by family after synthesis]
kind of cell	after synthesis	synth area share, %
simple gates	57	20.1
flops	4	5.76
mux	3	2.16
fa+ha+maj	28	29.0
compound gates	52	27.1
buf+inv	26	8.09
xor+xnor	12	7.55
other cells	1	0.270
[metal layers]
layer / vias up / share of wire [%]
li1: 779 / -
met1: 688 / 52
met2: 41 / 42
met3: 0 / 5.8
met4: 0 / 0
met5: - / 0
[cell type report]
cell class | instances | area share [%]
Sequential cell | 4 | 3.55
Multi-Input combinational cell | 156 | 58.7
Timing Repair Buffer | 72 | 27.4
Clock buffer | 3 | 1.83
Inverter | 16 | 2.67
Tap cell | 105 | 5.83
[Yosys cell counts, types with 2 or more instances]
cell and instances:
o211ai_1 2, clkbuf_1 5, a21oi_1 13, a22o_1 3, xnor2_1 6, inv_1 16, nand2b_1 4, mux2i_1 3
a21o_1 6, nor3_1 3, o21ai_0 11, buf_4 4, nor2_1 14, nor2b_1 2, dfxtp_1 4, nand2_1 16
fa_1 7, nand3_1 4, and2_1 7, a32o_1 2, xor2_1 6, a32oi_1 3, ha_1 21
[report_power, final]
group	switching (mW)	internal, mW	leakage (nW)
registers	0.000359	0.0328	0.0325
clock network	0.0156	0.0503	0.0216
logic	0.0905	0.110	1.01
[timing repair]
| item | CTS | global route |
|---|---|---|
| resized | 27 | 20 |
| hold endpoints to repair | 0 | 0 |
| setup buffers | 3 | 1 |
| endpoints found under the setup margin | 4 | 3 |
| pin swaps | 13 | 16 |
| hold buffers | 0 | 0 |
[worst max-delay path, delay by kind of cell]
kind            cells  cell delay (ns)
simple gates        2             0.19
fa+ha+maj           5             1.69
buf+inv             4             0.62
xor+xnor            1             0.21
compound gates      2             0.19
Power is estimated from default activity; no workload was simulated.
