[design/flow/design.v]
`timescale 1ns / 1ps
module ClockGen(
	clk,
	rst_n,
	clk_o
    );
	input clk;
	input rst_n;
	output reg clk_o;
	reg [24:0] counter;
	always@(posedge clk or negedge rst_n)
	begin
		if(!rst_n)
			counter <= 0;
		else if(counter == 25'H1)	 
			counter <= 0;
		else
			counter <= counter + 1'b1;
	end
	always@(posedge clk or negedge rst_n)
	begin
		if(!rst_n)
			clk_o <= 1'b0;
		else if(counter == 25'H1)
			clk_o <= !clk_o;
	end
endmodule
[design/flow/run.sh]
#!/bin/bash
# OpenROAD 26Q1-2900-gdf79404cd8, Yosys 0.63+post, stock flow scripts
make -C /OpenROAD-flow-scripts/flow DESIGN_CONFIG=/design/flow/config.mk WORK_HOME=/design/flow/orfs finish
[design/flow/config.mk]
export PLATFORM = sky130hd
export DESIGN_NAME = ClockGen
export DESIGN_NICKNAME = ClockGen
export VERILOG_FILES = /design/flow/design.v
export SDC_FILE = /design/flow/constraint.sdc
export NUM_CORES = 4
export LEC_CHECK = 1
export CORE_AREA = 10 10 90 90
export DIE_AREA = 0 0 100 100
[design/flow/constraint.sdc]
current_design ClockGen

set clk_period 5.8
set clk_io_pct 0.2

create_clock -name clk0 -period $clk_period [get_ports {clk}]

set non_clock_inputs [all_inputs -no_clocks]
set_input_delay [expr $clk_period * $clk_io_pct] -clock clk0 $non_clock_inputs
set_output_delay [expr $clk_period * $clk_io_pct] -clock clk0 [all_outputs]
==> results.py <==
# Metrics from the implementation run
metrics = {
    "clocking": {
        "cts.hold.buffers_added": 0,
        "cts_made_buffers": 3,
        "insertion_delay_ns": 0.27,
        "clockBufferDepth": 2,
        "htreeDepth": 1,
        "clock-root-buffer": "clkbuf_8",
        "postCtsSetupRepairBufs": 0,
        "cts_tree": "done",
        "ctsResizeCount": 0,
        "cts_sinks": 26,
        "clkTransAtPathRegs_ns": 0.09,
    },
    "power": {
        "power_uw": 301.6,
        "powerDensity_mw_per_mm2": 214.3,
        "power.leakage_uw": 0.0006338,
        "ir_worst_vdd_mv": 0.1654,
    },
    "route": {
        "drtPass1Iterations": 4,
        "drc": 0,
        "via_count": 760,
        "drtAntennaViolNets": 0,
        "drt_first_iter_violations": 50,
        "diodes": 0,
        "wl_per_cell_um": 10.10,
        "routed_wl_um": 1969,
        "viasPerCell": 3.897,
    },
    "floorplan": {
        "io_pins": 3,
        "core_area_mm2": 0.006277,
        "die_area_mm2": 0.01000,
        "fp_util_pct": 19.81,
        "rows": 29,
        "dieWidth_um": 100,
        "die_h_um": 100,
    },
    "global_route": {
        "grt_pass1_vias": 846,
        "grt.met3_usage_pct": 1.249,
        "antenna_found_initial": 0,
        "grtUsageMet2_pct": 6.919,
        "grt_max_degree": 27,
        "grt_util_met1_pct": 6.247,
        "gr-max-usage-layer": "met2",
        "grt_pass1_wl_um": 3843,
        "gr-total-overflow": 0,
        "track_usage_pct": 4.479,
    },
    "sta": {
        "max_slew_margin_pct": 75.62,
        "maxSlewViolCount": 0,
        "min_period_ns": 2.274,
        "finClkSkew_ns": 0.003727,
        "tns_ns": 0,
        "hold_violations": 0,
        "fmax_mhz": 439.7,
        "timing.final.ws_setup_ns": 3.526,
        "tightestPinTransition_ns": 0.3648,
        "period_used_pct": 39.21,
        "setup_viol": 0,
        "rsz0062_at_grt": "no",
    },
    "yosys": {
        "syn_inst": 113,
        "simple_gate_share_pct": 26.06,
        "yosysWarningCount": 1,
        "syn_avg_cell_area_um2": 11.01,
        "numSynthFlops": 26,
        "synthAdderAreaFrac_pct": 2.012,
        "ys_seq_share_pct": 52.31,
        "synthAoiAreaFrac_pct": 0,
        "yosysTopAreaCell": "dfrtp_1",
        "ys_area_mm2": 0.001244,
        "ys_top_cells_by_area": "dfrtp_1 52%, xnor2_1 9.9%, xor2_1 7.0%, nand4_1 4.0%, nand3_1 3.2%",
        "synth_top_area_share_pct": 52.31,
        "yosys.area_share.xor_xnor_pct": 16.90,
        "yosys-stat-cells": 113,
        "ys_sh_mux_pct": 0,
        "synth.distinct_cells": 24,
        "synthTopLogicFamily": "simple AND/OR/NAND/NOR gates",
        "netlist_area_mm2": 0.001244,
    },
    "setup_path": {
        "reg2reg_depth": 5,
        "crit_end": "clk_o",
        "critPathRequiredTime_ns": 4.64,
        "cp_num_buf_inv": 1,
        "path_cells": "clkdlybuf4s50_1",
        "crit_path_start_kind": "flop",
        "crit_family": "buffers and inverters",
        "r2r_end": "counter[20]$_DFF_PN0_",
        "timing.rr.start": "counter[0]$_DFF_PN0_",
        "crit_slowest_cell": "clkdlybuf4s50_1",
        "cp.arrival_ns": 1.11,
        "crit_cells": 1,
        "critical-path-max-stage-delay_ns": 0.48,
        "crit_path_end_kind": "output port",
        "critical_path.max_fanout": 2,
        "cp-startpoint": "clk_o$_DFFE_PN0N_",
        "r2r_slack_ns": 4.00,
        "critPathKind": "reg -> out",
    },
    "layout": {
        "lay_top_cells": "26 x dfrtp_1, 14 x xnor2_1, 10 x xor2_1, 10 x nor2_1",
        "drive_gt1_share_pct": 9.322,
        "final_common_cell": "dfrtp_1",
        "syn2layout_area_growth_pct": 13.18,
    },
    "min_path": {
        "holdCritStartpoint": "clk_o$_DFFE_PN0N_",
        "hp-class": "reg -> reg",
    },
    "job": {
        "warnings": 26,
        "timing.max_cap.violations": 0,
    },
    "placement": {
        "portBuffers": 2,
        "place_congestion": 0.8152,
        "hpwl_um": 1349,
        "dp_slack_ns": 3.821,
    },
    "status": {
        "status": "finished, final reports clean",
    },
}
[worst register-to-register path, cell delays in order (launching register included)]
cell,delay [ns]
dfrtp_1,0.41
ha_1,0.36
nand3_1,0.12
or4_4,0.47
nor3_1,0.19
xor2_1,0.17
[worst min path at each step]
stage / to / slack, ns / cells after the start
4_1_cts: clk_o$_DFFE_PN0N_ / 0.48 / 1
5_1_grt: counter[24]$_DFF_PN0_ / 0.51 / 1
6_report: clk_o$_DFFE_PN0N_ / 0.48 / 1
[flip-flops by register name, summed over array words and instances (netlist names)]
register / flops
counter: 25
clk_o: 1
[kinds of logic (layout without fill, tap and decap cells)]
kind of cell,after synthesis,count (layout)
xor gates and xnor gates,24,24
buffers and inverters,7,12
adders and majority gates,2,2
and+or+nand+nor,54,54
DFF,26,26
[Yosys cell counts]
cell	count
and3_1	1
or4_4	2
nand4_4	1
and4_1	1
xor2_1	10
nand3_1	8
nor2_1	10
nor2b_1	1
dfrtp_1	26
xnor2_1	14
nor4b_1	1
nor3_1	3
nor3b_1	1
and2_1	1
buf_6	1
nor3_4	1
nor3_2	1
inv_1	5
nand4_1	8
nand2_1	8
nor4_1	5
nor2_2	1
clkbuf_1	1
ha_1	2
[area by class of cell]
type / instances / area (um^2)
Clock buffer: 4 / 55.05
Fill cell: 670 / 4870
Inverter: 5 / 18.77
Multi-Input combinational cell: 80 / 559.3
Sequential cell: 26 / 650.6
Tap cell: 77 / 96.34
Timing Repair Buffer: 3 / 27.53
[metrics by stage]
step	cells	instance area [um^2]	hold slack, ns	utilization, %
global placement	191	1353	0.4603	21.55
CTS	195	1408	0.4800	22.42
floorplan	113	1244	0.4204	-
finish	195	1408	0.4774	22.42
global route	195	1408	0.5053	22.42
detailed placement	191	1353	0.4603	21.55
[power by group]
part           leakage [uW]  total [uW]  internal [uW]  switching (uW)
sequential         0.000364         181            181               0
combinational      0.000241        4.34           1.03            3.31
clock             0.0000288         116           60.7            55.5
[per-layer routing]
metal,vias to the layer above,wire (um),part of all wire [%]
met4,0,24,1.2
met2,6,847,43
li1,397,-,-
met1,355,1023,52
met3,2,73,3.7
met5,-,0,0
No activity file was given, so power comes from the tool's default toggle rates.
